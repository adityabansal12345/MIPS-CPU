<file path="design.v">
module INSTRUCTION(
	input[31:0] PCINPUT,
	input clk,
	input[10:0] counter,
	output reg[31:0] instructionMEMREAD,
	output reg[31:0] instructionPlus1);
	reg[31:0] instructionMEM [1023:0];
	initial begin 
		instructionMEM[0] = 32'b00000000000000010001000000100000;
		instructionMEM[1] = 32'b00000000011000010001000000100000;
		instructionMEM[2] = 32'b00000000001000100001100000100000;
		instructionMEM[3] = 32'b00000000010000110000100000100000;
		instructionMEM[4] = 32'b00000000000000000000000000000000;
		instructionMEM[5] = 32'b00000000110001000010000000100000;
		instructionMEM[6] = 32'b00010000100001010000000000001000;
		instructionMEM[7] = 32'b00010000110001100000000000000001;
		instructionMEM[8] = 32'b11111111111111111111111111111111;
	end
	always@(posedge clk)begin
		if(counter <1056 && counter > 1024	)begin
			instructionPlus1 <= instructionMEM[PCINPUT + 1];
			instructionMEMREAD <= instructionMEM[PCINPUT];
		end
	end
endmodule
</file>
<file path="config.mk">
export PLATFORM = sky130hd
export DESIGN_NAME = INSTRUCTION
export DESIGN_NICKNAME = INSTRUCTION
export VERILOG_FILES = /design/flow/design.v
export SDC_FILE = /design/flow/constraint.sdc
export NUM_CORES = 4
export LEC_CHECK = 1
export CORE_AREA = 10 10 112 112
export DIE_AREA = 0 0 122 122
export SYNTH_MEMORY_MAX_BITS = 65536
</file>
<file path="run.sh">
#!/bin/bash
# OpenROAD 26Q1-2900-gdf79404cd8, Yosys 0.63+post, stock flow scripts
make -C /OpenROAD-flow-scripts/flow DESIGN_CONFIG=/design/flow/config.mk WORK_HOME=/design/flow/orfs finish
</file>
<file path="constraint.sdc">
current_design INSTRUCTION

set clk_period 5.2
set clk_io_pct 0.2

create_clock -name clk0 -period $clk_period [get_ports {clk}]

set non_clock_inputs [all_inputs -no_clocks]
set_input_delay [expr $clk_period * $clk_io_pct] -clock clk0 $non_clock_inputs
set_output_delay [expr $clk_period * $clk_io_pct] -clock clk0 [all_outputs]
</file>
==> metrics.sh <==
DETAILEDROUTE.FIRSTPASSITERATIONCOUNT=3
ROUTED-VIA-COUNT=915
CORE_AREA_UM2=10230
IOS=108
DATA_REQUIRED_TIME_OF_THE_CRITICAL_PATH_PS=5200
SYNTH_SEQUENTIAL_AREA_RATIO_PCT=53.33
FINALMAXSLEWVIOLATIONS=0
TIMING.MAX_CAP.VIOLATIONS=0
VIAS_PER_CELL=3.070
P_SW_uW=84.16
YOSYS-TOP-CELLS-AREA='sky130_fd_sc_hd__edfxtp_1 53%, sky130_fd_sc_hd__buf_4 19%, sky130_fd_sc_hd__ha_1 7.7%, sky130_fd_sc_hd__a21o_2 4.2%, sky130_fd_sc_hd__o21ai_0 2.1%'
P_LEAK_nW=0.7994
WORST-PATH-MAX-FANOUT=9
MAX_TRANSITION_MARGIN_PCT=66.31
DRT_FIRST_ITER_VIOLATIONS=41
GRT_PASS1_VIAS=845
SYNTHESIS.YOSYS.WARNINGS=1
P_TOTAL_uW=451.1
POST_CTS_RESIZE_COUNT=0
OVERFLOW=0
STATUS='complete, no violations'
WL_PER_CELL_UM=11.94
DETAIL_ROUTE.DRC_VIOLATIONS=0
ANTENNA_VIOLATING_NETS_POST_ROUTE=0
CLOCK_SINKS=26
SW_FRAC_OF_TOTAL_PCT=18.66
POSTLAYOUTSETUPSLACKWORST_PS=2519
FINAL.HOLD.WORST_SLACK_PS=1640
FINALWORSTPATHREQUIREDPERIOD_PS=2681
ROOT_BUFFER='sky130_fd_sc_hd__clkbuf_8'
SYN_AREA_UM2=1464
POST_ROUTE_WL_UM=3559
PLACE_HPWL_UM=2935
FINALCRITPERIODSHARE_PCT=51.56
DRIVE_ABOVE_1_SHARE_PCT=11.11
POST_SYNTH_FA_HA_MAJ_AREA_FRACTION_PCT=7.692
DIE_Y_UM=122
NETLIST_LOGIC_FAMILY_TOP='buffers and inverters'
WORSTPATHARRIVAL_PS=2680
SETUP_TOTAL_NEG_SLACK_PS=0
TOP_AREA_SHARE_PCT=53.33
FINALSETUPVIOLATIONS=0
INTPOWER_uW=366.9
RSZ0062_AT_GRT='no'
GRT_ANTENNA_BEFORE_REPAIR=0
SYNTH.YOSYS.CHIP_AREA_UM2=1464
GLOBAL_ROUTE.USAGE.MET3_PCT=2.535
YS_CELLS=119
OVERALL_TRACK_DEMAND_OVER_CAPACITY_IN_GLOBAL_ROUTING_PCT=4.275
PLACE_CONGESTION=0.7297
SYNTH_AREA_IN_SIMPLE_GATES_PCT=6.239
PLACEMENT_ROWS=37
DP_WORST_SETUP_SLACK_PS=2239
CLOCK_POWER_SHARE_PCT=36.4
FIRST_PASS_GRT_WIRE_LENGTH_UM=4933
TIMING.FMAX_GHz=0.3730
WORST_PIN_SLEW_PS=503.8
SETUP.WORST_PATH.END_CLASS='register'
TOOL_WARNINGS=60
POST_SYNTH.CELL_AREA_AVG_UM2=12.30
START_KIND='input port'
CLOCK_TREE.BUFFER_DEPTH=2
SYNTHDISTINCTLIBCELLS=23
GRT_MAX_DEGREE=27
CRITPATHKIND='input port to register'
CTS_TREE='built'
USE_MET2_PCT=6.696
TRITONCTS_BUFFER_COUNT=3
SYNTHTOLAYOUTAREAGROWTH_PCT=49.91
CTS_HOLD_BUFFERS=0
DIE.SIZE.X_UM=122
POWER-PER-CELL-AREA_nW_PER_UM2=205.5
SYNTH.AREA.MUX_SHARE_PCT=0
IO_BUFFER_COUNT=79
AOI_SHARE_PCT=7.607
FP.DIEAREA_UM2=14880
POSTSYNTHCELLCOUNT=119
CLK_TRANSITION_REPORTED_PATHS_PS=90
SYNTH.FF_LATCH_COUNT=26
FINAL_HOLD_VIOL_COUNT=0
POST-CTS-SETUP-BUFFERS=0
GLOBAL_ROUTE.PEAK_USAGE_LAYER='met2'
CORE_UTIL_FLOORPLAN_PCT=14.31
GLOBAL_ROUTE.USAGE.MET1_PCT=5.211
POWER.SHARE.SEQUENTIAL_PCT=52.4
CTS-HTREE-LEVELS=1
COMBINATIONALPOWERSHARE_PCT=11.2
SYNTH_AREA_LEADER_CELL='sky130_fd_sc_hd__edfxtp_1'
NUM_ANTENNA_CELLS=0
YOSYS.AREA_SHARE.XOR_XNOR_PCT=1.709
MIN-DELAY-PATH-CLASS='input port to register'
IR_DROP_uV=153.0
-- registers in the layout (all words and copies together), names as in the netlist --
name                flops
instructionMEMREAD     13
instructionPlus1       13
-- worst paths after layout --
check | startpoint | end | slack, ps | cells after the start
worst max-delay path | PCINPUT[0] | instructionPlus1[17] | 2520 | 6
worst min-delay path | PCINPUT[0] | instructionPlus1[22] | 1640 | 2
-- Yosys cell counts --
master,instances
sky130_fd_sc_hd__nand3_2,1
sky130_fd_sc_hd__nand3_1,1
sky130_fd_sc_hd__nand3b_1,1
sky130_fd_sc_hd__or3_1,1
sky130_fd_sc_hd__xor2_1,1
sky130_fd_sc_hd__buf_6,2
sky130_fd_sc_hd__nand2_1,5
sky130_fd_sc_hd__buf_2,1
sky130_fd_sc_hd__edfxtp_1,26
sky130_fd_sc_hd__a21o_2,7
sky130_fd_sc_hd__o21ai_0,6
sky130_fd_sc_hd__or2_2,3
sky130_fd_sc_hd__nand2b_1,1
sky130_fd_sc_hd__o211ai_1,1
sky130_fd_sc_hd__nor4_1,1
sky130_fd_sc_hd__inv_1,8
sky130_fd_sc_hd__xor2_2,1
sky130_fd_sc_hd__ha_1,9
sky130_fd_sc_hd__o21bai_1,1
sky130_fd_sc_hd__buf_4,38
sky130_fd_sc_hd__nor3_1,1
sky130_fd_sc_hd__a21oi_1,1
sky130_fd_sc_hd__nor2_1,2
-- layout make-up --
cell class              count  area (µm²)
clock buffers               3       41.29
well taps                 136       170.2
fillers                  1077        8036
multi-input cells          44       344.1
flip-flops and latches     26       780.7
repair buffers             80       798.3
inverters                   8       30.03
clock inverters             1       30.03
-- power groups by stage --
stage                 combinational, mW  sequential, mW  clock (mW)
after CTS                        0.0516           0.236       0.170
after global routing             0.0565           0.237       0.179
final                            0.0505           0.236       0.164
-- placed cells by master, fill, tap and decap left out --
cell type / instances
sky130_fd_sc_hd__o211ai_1: 1
sky130_fd_sc_hd__nand3_1: 1
sky130_fd_sc_hd__nand2_1: 5
sky130_fd_sc_hd__inv_1: 8
sky130_fd_sc_hd__clkbuf_8: 3
sky130_fd_sc_hd__nand2b_1: 1
sky130_fd_sc_hd__or3_1: 1
sky130_fd_sc_hd__o21ai_0: 6
sky130_fd_sc_hd__a21oi_2: 1
sky130_fd_sc_hd__ha_1: 9
sky130_fd_sc_hd__a21o_2: 7
sky130_fd_sc_hd__nor2_1: 2
sky130_fd_sc_hd__edfxtp_1: 26
sky130_fd_sc_hd__xor2_1: 1
sky130_fd_sc_hd__nor3_1: 1
sky130_fd_sc_hd__o21bai_1: 1
sky130_fd_sc_hd__or2_2: 3
sky130_fd_sc_hd__clkdlybuf4s50_1: 79
sky130_fd_sc_hd__xor2_2: 1
sky130_fd_sc_hd__bufinv_16: 1
sky130_fd_sc_hd__nand3b_1: 1
sky130_fd_sc_hd__buf_4: 1
sky130_fd_sc_hd__nor4_1: 1
sky130_fd_sc_hd__nand3_2: 1
-- logic make-up after synthesis --
| group | after synthesis |
|---|---|
| xor gates and xnor gates | 2 |
| adders and majority gates | 9 |
| buffers and inverters | 49 |
| DFF | 26 |
| and+or+nand+nor | 17 |
| AOI/OAI and AO/OA | 16 |
-- per-layer routing --
metal / wire [µm] / share of wire, % / vias up
li1: - / - / 446
met1: 1340 / 38 / 408
met2: 1506 / 42 / 59
met3: 696 / 20 / 2
met4: 16 / 0.45 / 0
met5: 0 / 0 / -
-- per-stage QoR --
step | cells | cell area [µm²] | utilization [%]
global route | 298 | 2195 | 21.45
floorplan | 119 | 1464 | -
CTS | 298 | 2195 | 21.45
detailed placement | 294 | 2123 | 20.75
global placement | 294 | 2123 | 20.75
finish | 298 | 2195 | 21.45
-- worst max-delay path: stages --
cell                              delay (ps)
sky130_fd_sc_hd__clkdlybuf4s50_1         720
sky130_fd_sc_hd__ha_1                    270
sky130_fd_sc_hd__inv_1                    50
sky130_fd_sc_hd__ha_1                    370
sky130_fd_sc_hd__nand2_1                 130
sky130_fd_sc_hd__o211ai_1                 90
No activity file was given, so power comes from the tool's default toggle rates.
